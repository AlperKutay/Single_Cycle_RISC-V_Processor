$ cat design/flow/run.sh
#!/bin/bash
# OpenROAD 26Q1-2900-gdf79404cd8, Yosys 0.63+post, stock flow scripts
make -C /OpenROAD-flow-scripts/flow DESIGN_CONFIG=/design/flow/config.mk WORK_HOME=/design/flow/orfs finish
$ cat design/flow/config.mk
export PLATFORM = sky130hd
export DESIGN_NAME = shifter
export DESIGN_NICKNAME = shifter
export VERILOG_FILES = /design/flow/design.v
export SDC_FILE = /design/flow/constraint.sdc
export NUM_CORES = 4
export LEC_CHECK = 1
export CORE_AREA = 10 10 107 107
export DIE_AREA = 0 0 117 117
$ cat design/flow/constraint.sdc
current_design shifter

set clk_period 3.0
set clk_io_pct 0.2

create_clock -name clk0 -period $clk_period

set non_clock_inputs [all_inputs -no_clocks]
set_input_delay [expr $clk_period * $clk_io_pct] -clock clk0 $non_clock_inputs
set_output_delay [expr $clk_period * $clk_io_pct] -clock clk0 [all_outputs]
$ cat design/flow/design.v
module shifter #(
     parameter WIDTH=8)
    (
	  input [1:0]  control,
	  input [4:0]  shamt,
	  input signed [WIDTH-1:0] DATA,
	  output reg signed [WIDTH-1:0] OUT
    );
localparam LSL=2'b00,
		  LSR=2'b01,
		  ASR=2'b10,
		  RR=2'b11;
always@(*) begin
	case(control)
	LSL: OUT = DATA << shamt;
	LSR: OUT = DATA >> shamt;
	ASR: OUT = DATA >>> shamt;
	RR: OUT = {DATA, DATA} >> shamt;
	endcase
end
endmodule	 
==> job_summary.md <==
## Synthesis and layout report

| Metric | Value |
|---|---|
| Initial DRC Count | 127 |
| Std-Cell Rows | 35 |
| Data arrival time of the critical path | 2340 ps |
| Leak | between 0.8 and 0.9 nW |
| Avg WL per Cell | 15.3 um |
| Half-perimeter wire length after placement | approximately 4300 um |
| Hold Buf Count CTS | 0 |
| Clk network pwr share | 0% |
| Max VDD drop | about 54 uV |
| GR Overflow Total | 0 |
| DRT Pass-1 Iters | 4 |
| Synthesized area | between 1000 and 1500 um2 |
| CP endpoint | OUT[1] |
| Hold path depth | 5 |
| Final setup violation count | 0 |
| Avg Cell Area, Syn | around 7 um2 |
| ANT nets after route | 0 |
| YS warnings | 1 |
| Worst slew pin tran | between 300 and 400 ps |
| DR vias | ~1500 |
| OpenROAD warnings | 32 |
| Post-layout minimum cycle time | slightly below 3000 ps |
| ANT cells | 0 |
| Register area share after synthesis | 0% |
| Yosys chip area | between 1000 and 1500 um2 |
| # port buffers | 23 |
| Most used cell, CP | dlygate4sd2_1 |
| Crit-path cells | dlygate4sd2_1, buf_4, mux2_2, and3_1, a221o_1, a21oi_1, o21ai_1, dlygate4sd2_1 |
| Final hold violation count | 0 |
| CP max FO | 4 |
| Cells after Synth | approximately 160 |
| Synth-to-Final Area Change | 75.4% |
| First-pass GRT wire length | ~8400 um |
| DR DRC count | 0 |
| CP delay by family, top | buffers and inverters |
| Critical Path Start | DATA[6] |
| Kind of critical path | in2out |
| Comb power frac | 100.0% |
| Top cells by area | mux2i_1 (12%), mux4_2 (10%), mux2_2 (6.3%), a21oi_1 (5.1%), nor2_1 (4.9%) |
| Critical-path top delay cell | dlygate4sd2_1 |
| Via-to-Cell Ratio | roughly 4.6 |
| FP Util | a little under an eighth |
| Seq cells | 0 |
| RSZ-0062 raised after global routing | no |
| Core footprint | roughly 9000 um2 |
| CP peak stage delay | 320 ps |
| Critical Path End Type | output pin |
| Global Route Usage Sum | roughly 7.7% |
| Seq. cell area | 0 um2 |
| Fin Setup TNS | 0 ps |
| WP depth | 8 |
| # fillers | 1034 |
| Initial antenna violation count | 0 |
| Max Slew Vio Count | 0 |
| CLK BUF | 0 |
| Largest net degree at the start of global routing | 15 |
| Type of the tightest min-delay check | in2out |
| CP bufs+invs | 3 |
| HP Start | control[1] |
| Worst slew margin | about three quarters |
| Die H | 117 um |
| Outcome | finished, final reports clean |
| Area leader share | about an eighth |
| Placer Congestion | 0.940 |
| I/O Pins | 23 |
| Worst EP required | between 2000 and 2500 ps |
| Vias in the first global route | roughly 1600 |
| Yosys Instances | around 160 |
| Switching Share | between 40% and 50% |
| Int Pwr | about 0.14 mW |
| P_sw | about 0.13 mW |
| Yosys cell types | 45 |
| Area leader, netlist | mux2i_1 |
| WL final | ~5000 um |
| Max cap viols | 0 |
| Peak Freq | 0.340 GHz |
| Min Hold Slack | just over 2000 ps |
| Fin crit share | 98.0% |
| Die area | 13700 um2 |
| Share of layout cells above drive strength 1 | a little under two fifths |
| Power Density | 141 nW/um2 |
| Worst setup SP type | input port |
| Die Span X | approximately 120 um |
| Sequential share of power | 0% |
metrics by stage:
step / setup slack [ps] / instances / power, mW / cell area (um2) / util (%)
2_1_floorplan: 687 / 156 / 0.120 / 1080 / -
3_3_place_gp: -529 / 333 / 0.264 / 1820 / 19.8
5_1_grt: 21.7 / 335 / 0.290 / 1890 / 20.6
6_report: 60.6 / 335 / 0.267 / 1890 / 20.6
4_1_cts: 1.07 / 335 / 0.266 / 1890 / 20.5
3_5_place_dp: -525 / 333 / 0.264 / 1820 / 19.8
Yosys cell counts (all sizes together), types with 5 or more instances:
cell type / n
a21oi: 11
buf: 10
clkbuf: 5
mux2: 6
mux2i: 13
mux4: 5
nand2: 12
nand2b: 6
nand3: 5
nor2: 14
nor2b: 5
nor3: 8
o211ai: 5
o21ai: 9
metal layers:
layer	part of all wire (%)	GRT usage, %	vias to the layer above
met4	0.93	0.659	0
met3	6.2	0.206	4
met2	45	12.5	54
met1	48	11.5	743
li1	-	-	746
met5	0	0	-
worst min path at each step:
stage | slack (ps) | to
after CTS | 2060 | OUT[3]
after global routing | 2100 | OUT[3]
final | 2040 | OUT[3]
cells by family after synthesis:
group	synth area share (%)
AOI/OAI and AO/OA	29.6
muxes	28.8
buffers and inverters	9.51
and+or+nand+nor	31.2
adders and majority gates	0.928
power by group through the flow:
stage         registers (mW)  clock network [mW]  logic, mW
finish                     0                   0      0.267
global route               0                   0      0.290
CTS                        0                   0      0.266
layout make-up:
type / count / area [um2] / area share (%)
Inverter: 4 / 15.0 / 0.794
Timing Repair Buffer: 83 / 723 / 38.2
Multi-Input combinational cell: 137 / 1010 / 53.6
Tap cell: 111 / 139 / 7.34
placed cells by master, fill, tap and decap left out, drive strengths merged, types with 3 or more instances in the layout:
| cell | count |
|---|---|
| a21oi | 11 |
| a31oi | 3 |
| buf | 59 |
| clkdlybuf4s15 | 3 |
| dlygate4sd2 | 19 |
| inv | 3 |
| mux2 | 6 |
| mux2i | 13 |
| mux4 | 5 |
| nand2 | 12 |
| nand2b | 6 |
| nand3 | 5 |
| nand4 | 3 |
| nor2 | 14 |
| nor2b | 5 |
| nor3 | 8 |
| nor4 | 3 |
| o211ai | 5 |
| o21ai | 9 |
| or2 | 3 |
timing repair:
| item | CTS | global route |
|---|---|---|
| pin swaps | 6 | 2 |
| setup buffers | 1 | 0 |
| cloned | 1 | 0 |
| endpoints found under the setup margin | 8 | 3 |
| hold endpoints to repair | 0 | 0 |
| gates resized | 38 | 3 |
Power and IR drop assume default switching activity.
