==> /design/flow/design.v <==
module Mux_16to1 #(parameter WIDTH=4)
    (
	  input [3:0] select,
	  input [WIDTH-1:0] input_0, input_1, input_2, input_3, input_4, input_5, input_6, input_7, input_8, input_9, input_10, input_11, input_12, input_13, input_14, input_15,
      output reg [WIDTH-1:0] output_value
    );
always@(*) begin
	case(select)
		4'b0000:output_value = input_0;
		4'b0001:output_value = input_1;
		4'b0010:output_value = input_2;
		4'b0011:output_value = input_3;
		4'b0100:output_value = input_4;
		4'b0101:output_value = input_5;
		4'b0110:output_value = input_6;
		4'b0111:output_value = input_7;
		4'b1000:output_value = input_8;
		4'b1001:output_value = input_9;
		4'b1010:output_value = input_10;
		4'b1011:output_value = input_11;
		4'b1100:output_value = input_12;
		4'b1101:output_value = input_13;
		4'b1110:output_value = input_14;
		4'b1111:output_value = input_15;
		default: output_value = {WIDTH{1'b0}};
	endcase
end
endmodule
==> /design/flow/run.sh <==
#!/bin/bash
# OpenROAD 26Q1-2900-gdf79404cd8, Yosys 0.63+post, stock flow scripts
make -C /OpenROAD-flow-scripts/flow DESIGN_CONFIG=/design/flow/config.mk WORK_HOME=/design/flow/orfs finish
==> /design/flow/config.mk <==
export PLATFORM = sky130hd
export DESIGN_NAME = Mux_16to1
export DESIGN_NICKNAME = Mux_16to1
export VERILOG_FILES = /design/flow/design.v
export SDC_FILE = /design/flow/constraint.sdc
export NUM_CORES = 4
export LEC_CHECK = 1
export CORE_AREA = 10 10 70 70
export DIE_AREA = 0 0 80 80
==> /design/flow/constraint.sdc <==
current_design Mux_16to1

set clk_period 2.3
set clk_io_pct 0.2

create_clock -name clk0 -period $clk_period

set non_clock_inputs [all_inputs -no_clocks]
set_input_delay [expr $clk_period * $clk_io_pct] -clock clk0 $non_clock_inputs
set_output_delay [expr $clk_period * $clk_io_pct] -clock clk0 [all_outputs]
==> qor.txt <==
Die H -> 80 um
Sum Neg Setup Slack -> 0 ns
Leakage power figure -> 0.814 nW
FP Util -> 19.7%
Cells after Synth -> 104
Final hold viol count -> 0
Slew HR -> 77.8%
Horiz. Die Dim -> 80 um
IO Port Bufs -> 72
Final antenna-violating net count -> 0
Hold crit path type -> in2out
Met2 Track Usage GR -> 16.9%
Row cnt -> 21
Placed cell area -> 1570 sq um
# IOs -> 72
Ys Warns -> 1
Gr ovfl total -> 0
Vias/cell -> 4.93
Mapped Area -> 672 sq um
Share of cells above drive strength 1 -> 34.7%
ANT cells -> 0
Global-route wire length before repair -> 6.04 mm
Avg Cell Area, Syn -> 6.46 sq um
Gpl congestion -> 0.853
Pwr per Cell Area -> 172 nW/um^2
Cell area leaders -> a22oi_1 11%, a21oi_1 7.4%, nor2b_1 7.4%
Cell taking the most area after synthesis -> a22oi_1
Register area -> 0 sq um
PnR worst setup slack -> 0.0477 ns
Synth-to-layout area growth -> 168%
Initial antenna violation count -> 0
Max frequency -> 0.444 GHz
RSZ-0062 raised after global routing -> yes
Cell count in the Yosys report -> 104
Vias in the first global route -> 1257
Period utilization -> 97.9%
Type of origin of the critical path -> input port
HPWL after detailed placement -> 3.09 mm
Peak VDD IR -> 0.0684 mV
Fin. max-slew vios -> 0
Critical Path RT -> 1.84 ns
Dominant cell area share -> 11.2%
Met3 usage in global routing -> 3.64%
Crit path max fanout -> 1
Chip area -> 6400 sq um
Yosys chip area -> 672 sq um
Largest net degree at the start of global routing -> 12
Slew @ Worst Pin -> 0.332 ns
Met1 Use GR -> 16.5%
Max-Cap Viols -> 0
Worst hold margin -> 1.53 ns
Wire length per cell -> 16.1 um
Outcome -> completed
Via Count -> 1194
GRT Resource Usage Total -> 11.4%
1st-pass router iterations -> 4
Crit Path Category -> in2out
Post-route DRC -> 0
Register area share after synthesis -> 0%
Final setup viols -> 0
Flip-flops -> 0
CLK BUF -> 0
Post-synthesis cell type count -> 34
Min cycle time layout -> 2.25 ns
Iteration-0 DRC Markers -> 90
Detailed-route wire length -> 3.89 mm
CP Capture Type -> output pin
Core box area -> 3420 sq um
Setup WS pre-CTS -> -0.705 ns
Global route hottest layer -> met2
Log Warnings -> 33
Final Instance Area -> 1800 sq um
Top cells by count -> 10 x a21oi_1, 10 x a22oi_1, 9 x nand2_1
Worst Path Arrival -> 1.79 ns
==> metrics by stage <==
stage / instances / power, mW / util, %
6_report: 242 / 0.310 / 52.7
5_1_grt: 242 / 0.334 / 52.7
4_1_cts: 241 / 0.299 / 50.2
3_5_place_dp: 235 / 0.277 / 46.1
3_3_place_gp: 235 / 0.276 / 46.1
2_1_floorplan: 104 / 0.0961 / -
==> critical path, cell delays in order <==
cell and delay [ns]:
clkdlybuf4s50_1 0.41, mux2_2 0.27, nand3_1 0.08, o2111ai_1 0.12, o32a_1 0.34, buf_2 0.13
==> per-layer routing <==
layer  part of all wire (%)  wire (um)  up-vias
met4                   0.23          9        0
met3                    9.2        356        3
met1                     48       1880      542
li1                       -          -      598
met2                     42       1640       51
met5                      0          0        -
==> path summary, 6_finish.rpt <==
kind	end	depth (start not counted)	from	slack, ns
setup / recovery	output_value[0]	6	input_6[0]	0.05
hold / removal	output_value[1]	6	select[0]	1.53
==> where the power goes <==
part | switching, mW | internal, mW | total [mW]
sequential | 0 | 0 | 0
combinational | 0.108 | 0.202 | 0.310
clock | 0 | 0 | 0
==> timing repair <==
item,4_1_cts,5_1_grt
gates cloned,2,0
resized,51,36
pin swaps,13,15
endpoints found under the setup margin,4,4
buffers inserted,4,3
hold buffers,0,0
==> cells in the final DEF (no fill, tap or decap), types with 2 or more instances in the layout <==
cell,netlist,final
clkdlybuf4s50_1,0,49
buf_4,1,23
dlymetal6s2s_1,0,12
a21oi_1,10,9
nand2_1,9,7
buf_6,1,7
nor2_1,8,6
a22oi_1,10,6
nand3_1,6,6
mux2i_1,4,4
nor2b_2,0,4
a22oi_2,0,4
buf_2,7,4
inv_1,3,3
mux2_2,4,3
nor2b_4,0,3
mux2_4,1,3
nor3_1,3,3
a31oi_1,3,3
dlygate4sd2_1,0,3
o22ai_1,3,2
nor2_4,0,2
nand4_1,2,2
nor4_2,0,2
o32ai_1,3,2
clkdlybuf4s15_1,0,2
==> layout make-up <==
cell class                      count  area [sq um]
Inverter                            4          15.0
Multi-Input combinational cell     91           741
Tap cell                           46          57.6
Timing Repair Buffer              101           986
Fill cell                         311          1620
==> logic make-up (layout without fill, tap and decap cells) <==
| group | after synthesis | after routing | synth area share, % |
|---|---|---|---|
| and+or+nand+nor | 41 | 41 | 30.4 |
| AOI/OAI and AO/OA | 40 | 40 | 42.8 |
| buffers and inverters | 13 | 105 | 10.2 |
| muxes | 10 | 10 | 16.6 |
Power figures rest on the tool's default switching activity, not on a simulated workload.
